`flow/design.v`:
```
module spi_lcd_image
(
  input clk_27mhz,
  input button_s1,
  input resetn,
  output lcd_resetn,
  output lcd_clk,
  output lcd_cs,
  output lcd_rs,
  output lcd_data,
  input uart_rx,
  output reg [6-1:0] led,
  output uart_tx
);
  localparam MAX_CMDS = 70;
  wire [9-1:0] init_cmd;
  reg [4-1:0] init_state;
  reg [7-1:0] cmd_index;
  reg [32-1:0] clk_cnt;
  reg [5-1:0] bit_loop;
  reg [16-1:0] pixel_cnt;
  reg lcd_cs_r;
  reg lcd_rs_r;
  reg lcd_reset_r;
  reg [8-1:0] spi_data;
  localparam INIT_RESET = 4'b0;
  localparam INIT_PREPARE = 4'b1;
  localparam INIT_WAKEUP = 4'b10;
  localparam INIT_SNOOZE = 4'b11;
  localparam INIT_WORKING = 4'b100;
  localparam INIT_DONE = 4'b101;
  localparam CNT_100MS = 32'd2700000;
  localparam CNT_120MS = 32'd3240000;
  localparam CNT_200MS = 32'd5400000;
  assign lcd_resetn = lcd_reset_r;
  assign lcd_clk = ~clk_27mhz;
  assign lcd_cs = lcd_cs_r;
  assign lcd_rs = lcd_rs_r;
  assign lcd_data = spi_data[7];
  wire [16-1:0] pixel;
  assign pixel = (pixel_cnt >= 16'd21600)? 16'hf800 : 
                 (pixel_cnt >= 16'd10800)? 16'h7e0 : 16'h1f;
  always @(posedge clk_27mhz) begin
    if(~resetn) begin
      clk_cnt <= 32'd0;
      cmd_index <= 7'd0;
      init_state <= INIT_RESET;
      lcd_cs_r <= 1'd1;
      lcd_rs_r <= 1'd1;
      lcd_reset_r <= 1'd0;
      spi_data <= 8'hff;
      bit_loop <= 5'd0;
      pixel_cnt <= 16'd0;
    end else begin
      case(init_state)
        INIT_RESET: begin
          if(clk_cnt == CNT_100MS) begin
            clk_cnt <= 32'd0;
            init_state <= INIT_PREPARE;
            lcd_reset_r <= 1'd1;
          end else begin
            clk_cnt <= clk_cnt + 32'd1;
          end
        end
        INIT_PREPARE: begin
          if(clk_cnt == CNT_200MS) begin
            clk_cnt <= 32'd0;
            init_state <= INIT_WAKEUP;
          end else begin
            clk_cnt <= clk_cnt + 32'd1;
          end
        end
        INIT_WAKEUP: begin
          if(bit_loop == 5'd0) begin
            lcd_cs_r <= 1'd0;
            lcd_rs_r <= 1'd0;
            spi_data <= 8'h11;
            bit_loop <= bit_loop + 5'd1;
          end else if(bit_loop == 5'd8) begin
            lcd_cs_r <= 1'd1;
            lcd_rs_r <= 1'd1;
            bit_loop <= 5'd0;
            init_state <= INIT_SNOOZE;
          end else begin
            spi_data <= { spi_data[6:0], 1'd1 };
            bit_loop <= bit_loop + 5'd1;
          end
        end
        INIT_SNOOZE: begin
          if(clk_cnt == CNT_120MS) begin
            clk_cnt <= 32'd0;
            init_state <= INIT_WORKING;
          end else begin
            clk_cnt <= clk_cnt + 32'd1;
          end
        end
        INIT_WORKING: begin
          if(cmd_index == MAX_CMDS) begin
            init_state <= INIT_DONE;
          end else if(bit_loop == 5'd0) begin
            lcd_cs_r <= 1'd0;
            lcd_rs_r <= init_cmd[8];
            spi_data <= init_cmd[7:0];
            bit_loop <= bit_loop + 5'd1;
          end else if(bit_loop == 5'd8) begin
            lcd_cs_r <= 1'd1;
            lcd_rs_r <= 1'd1;
            bit_loop <= 5'd0;
            cmd_index <= cmd_index + 7'd1;
          end else begin
            spi_data <= { spi_data[6:0], 1'd1 };
            bit_loop <= bit_loop + 5'd1;
          end
        end
        INIT_DONE: begin
          if(pixel_cnt == 16'd32400) begin
          end else if(bit_loop == 5'd0) begin
            lcd_cs_r <= 1'd0;
            lcd_rs_r <= 1'd1;
            spi_data <= pixel[15:8];
            bit_loop <= bit_loop + 5'd1;
          end else if(bit_loop == 5'd8) begin
            spi_data <= pixel[7:0];
            bit_loop <= bit_loop + 5'd1;
          end else if(bit_loop == 5'd16) begin
            lcd_cs_r <= 1'd1;
            lcd_rs_r <= 1'd1;
            bit_loop <= 5'd0;
            pixel_cnt <= pixel_cnt + 16'd1;
          end else begin
            spi_data <= { spi_data[6:0], 1'd1 };
            bit_loop <= bit_loop + 5'd1;
          end
        end
      endcase
    end
  end
  config_rom
  config_rom
  (
    .address(cmd_index),
    .data_out(init_cmd)
  );
endmodule
module config_rom
(
  input [7-1:0] address,
  output [9-1:0] data_out
);
  localparam MAX_CMDS = 70;
  wire [9-1:0] config_rom [0:MAX_CMDS-1];
  assign data_out = config_rom[address];
  assign config_rom[0] = 9'h36;
  assign config_rom[1] = 9'h170;
  assign config_rom[2] = 9'h3a;
  assign config_rom[3] = 9'h105;
  assign config_rom[4] = 9'hb2;
  assign config_rom[5] = 9'h10c;
  assign config_rom[6] = 9'h10c;
  assign config_rom[7] = 9'h100;
  assign config_rom[8] = 9'h133;
  assign config_rom[9] = 9'h133;
  assign config_rom[10] = 9'hb7;
  assign config_rom[11] = 9'h135;
  assign config_rom[12] = 9'hbb;
  assign config_rom[13] = 9'h119;
  assign config_rom[14] = 9'hc0;
  assign config_rom[15] = 9'h12c;
  assign config_rom[16] = 9'hc2;
  assign config_rom[17] = 9'h101;
  assign config_rom[18] = 9'hc3;
  assign config_rom[19] = 9'h112;
  assign config_rom[20] = 9'hc4;
  assign config_rom[21] = 9'h120;
  assign config_rom[22] = 9'hc6;
  assign config_rom[23] = 9'h10f;
  assign config_rom[24] = 9'hd0;
  assign config_rom[25] = 9'h1a4;
  assign config_rom[26] = 9'h1a1;
  assign config_rom[27] = 9'he0;
  assign config_rom[28] = 9'h1d0;
  assign config_rom[29] = 9'h104;
  assign config_rom[30] = 9'h10d;
  assign config_rom[31] = 9'h111;
  assign config_rom[32] = 9'h113;
  assign config_rom[33] = 9'h12b;
  assign config_rom[34] = 9'h13f;
  assign config_rom[35] = 9'h154;
  assign config_rom[36] = 9'h14c;
  assign config_rom[37] = 9'h118;
  assign config_rom[38] = 9'h10d;
  assign config_rom[39] = 9'h10b;
  assign config_rom[40] = 9'h11f;
  assign config_rom[41] = 9'h123;
  assign config_rom[42] = 9'he1;
  assign config_rom[43] = 9'h1d0;
  assign config_rom[44] = 9'h104;
  assign config_rom[45] = 9'h10c;
  assign config_rom[46] = 9'h111;
  assign config_rom[47] = 9'h113;
  assign config_rom[48] = 9'h12c;
  assign config_rom[49] = 9'h13f;
  assign config_rom[50] = 9'h144;
  assign config_rom[51] = 9'h151;
  assign config_rom[52] = 9'h12f;
  assign config_rom[53] = 9'h11f;
  assign config_rom[54] = 9'h11f;
  assign config_rom[55] = 9'h120;
  assign config_rom[56] = 9'h123;
  assign config_rom[57] = 9'h21;
  assign config_rom[58] = 9'h29;
  assign config_rom[59] = 9'h2a;
  assign config_rom[60] = 9'h100;
  assign config_rom[61] = 9'h128;
  assign config_rom[62] = 9'h101;
  assign config_rom[63] = 9'h117;
  assign config_rom[64] = 9'h2b;
  assign config_rom[65] = 9'h100;
  assign config_rom[66] = 9'h135;
  assign config_rom[67] = 9'h100;
  assign config_rom[68] = 9'h1bb;
  assign config_rom[69] = 9'h2c;
endmodule
```
`flow/run.sh`:
```
#!/bin/bash
# OpenROAD 26Q1-2900-gdf79404cd8, Yosys 0.63+post, stock flow scripts
make -C /OpenROAD-flow-scripts/flow DESIGN_CONFIG=/design/flow/config.mk WORK_HOME=/design/flow/orfs finish
```
`flow/config.mk`:
```
export PLATFORM = sky130hd
export DESIGN_NAME = spi_lcd_image
export DESIGN_NICKNAME = spi_lcd_image
export VERILOG_FILES = /design/flow/design.v
export SDC_FILE = /design/flow/constraint.sdc
export NUM_CORES = 4
export LEC_CHECK = 1
export CORE_UTILIZATION = 50
```
`flow/constraint.sdc`:
```
current_design spi_lcd_image

set clk_period 4.2
set clk_io_pct 0.2

create_clock -name clk0 -period $clk_period [get_ports {clk_27mhz}]

set non_clock_inputs [all_inputs -no_clocks]
set_input_delay [expr $clk_period * $clk_io_pct] -clock clk0 $non_clock_inputs
set_output_delay [expr $clk_period * $clk_io_pct] -clock clk0 [all_outputs]
```
==> changes_impl.md <==
### Metrics

- Status: finished, final reports clean
- Main flop type: dfxtp_1
- HPWL after detailed placement: 9980 um
- Synth Seq Share: 28.83%
- DRT Pass-1 Iters: 5
- Max-cap check violation count: 0
- FFs w/ async S/R, synth: 0%
- CP Buf/Inv Count: 4
- CP endpoint kind: output pin
- Port buffer count: 6
- Diodes inserted: 0
- Tool warnings: 35
- Worst-skew pair later-pin latency: 0.37 ns
- RSZ-0062 raised after global routing: false
- Share of cells above drive strength 1: 8.417%
- Chip Area, Yosys: 5348 sq um
- Slew @ Worst Pin: 0.8591 ns
- Sw frac: 22.10%
- Worst rel slew slack: 42.73%
- Critical path data arrival time: 2.94 ns
- Cell Area, Synth: 5348 sq um
- Worst path max stage delay: 0.45 ns
- Synthesized netlist cell count: 719
- VDD IR max: 0.0002354 V
- Logic pwr share: 2.0%
- Setup CP Type: clock port to output pin
- DP Area: 5389 sq um
- Placer Congestion: 1.052
- Grt ovf: 0
- Final Instance Count excl. Fillers: 837
- Startpoint Class: clock port
- Routed Antenna Nets: 0
- Row count: 37
- Die Height: 105.4 um
- Initial DRC Count: 331
- Req. time, crit path: 3.36 ns
- Fin area: 5610 sq um
- WL final: 13750 um
- H-tree levels: 3
- Chip Area: 11110 sq um
- Worst path top cell family by delay: buffers and inverters
- Slowest stage cell, crit path: clkdlybuf4s50_1
- CTS Hold Bufs: 0
- Vias per inst: 6.183
- CP max FO: 13
- Seq pwr share: 53.1%
- Clock buffer depth: 2
- Final slew viol count: 0
- Clock transition at path regs: 0.08 ns
- Synth warn: 9
- Pre-CTS setup slack: 0.7974 ns
- Cts repair resizes: 0
- Avg Cell Area, Syn: 7.438 sq um
- Area Overhead vs Synth: 4.913%
- Via count: 5175
- Avg WL per Cell: 16.42 um
- Cells after DPL: 821
- Global-route usage over all layers: 26.24%
- Clock power frac: 44.8%
- Endpoints failing hold: 0
- Post-synth EDFFs: 0
- Power, Total: 1.381 mW
- CTS tree: built
- Antenna violations before repair: 0
- Die Span X: 105.4 um
- Post-CTS Setup Inserts: 0
- Internal: 1.076 mW
- Setup_tns: 0 ns
- Min-Delay Path Class: flip-flop to flip-flop
- Vias in the first global route: 4673
- Critical Path Most Common Cell: clkbuf_8
- CTS Root Cell: clkbuf_8
- Final Util: 54.34%
- First-pass GRT wire length: 23000 um
- Post-route setup slack: 0.4155 ns
- Critical path, cell by cell: clkbuf_8 -> clkbuf_8 -> inv_1 -> clkdlybuf4s50_1
- Largest net degree at the start of global routing: 45
- #FFs+latches synth: 77
- Layout Skew: 0.01617 ns
- Ys cells: 719
- Core area: 10320 sq um
- Starting Density: 51.80%
- Netlist cell types: 75
- # IOs: 16
- Pwr Density: 246.2 nW/um^2
- CTS buffer count: 9
- Hold slack: 0.4859 ns
- Switch Pwr: 0.3053 mW
- Final setup vio count: 0
- # DRC: 0
- Leak Pwr: 1.868 nW
-- cell usage after synthesis (5+ instances only) --
cell type  instances  area share, %
a21oi_1           44            4.1
nand3_1           23            2.2
ha_1              10            2.3
clkbuf_1          25            1.8
nor2_1            94            6.6
o22ai_1           11            1.3
mux2i_1            6            1.1
dfxtp_1           77             29
nand2b_1          12            1.4
and3_1            10            1.2
a211oi_1          10            1.4
xor2_1            27            4.4
and2_1             8           0.94
xnor2_1           19            3.1
inv_1             25            1.8
nand4_1           25            2.9
a31oi_1           13            1.5
o211ai_1           5           0.70
nand2_1           61            4.3
nor3_1            27            2.5
or2_2              7           0.82
buf_2             16            1.5
or3_1             11            1.3
nand3b_1           9            1.3
nor4_1             9            1.1
o21ai_0           26            2.4
o31ai_1            7           0.98
buf_4              9            1.3
nor2_2            10            1.2
-- cell families (layout without fill, tap and decap cells) --
kind of cell	count (synthesis)	count (layout)	share of synthesized area, %
other	1	7	0.07012
multiplexers	6	6	1.123
AND-OR/OR-AND	159	159	19.61
flip-flops	77	77	28.83
adder cells (fa/ha/maj)	10	10	2.340
XOR/XNOR	46	46	7.534
buffers and inverters	80	56	6.902
AND/OR/NAND/NOR	340	340	33.60
-- layer usage --
metal | vias to the layer above | track usage [%] | routed length, um | part of all wire [%]
met4 | 0 | 7.948 | 505 | 3.7
met1 | 2344 | 40.67 | 6310 | 46
li1 | 2541 | - | - | -
met5 | - | 0 | 0 | 0
met3 | 46 | 4.227 | 1118 | 8.1
met2 | 244 | 38.35 | 5814 | 42
-- flip-flops by register name, summed over array words and instances (netlist names), 5 cells and up --
name,flops
bit_loop,5
init_state,6
spi_data,8
clk_cnt,32
cmd_index,7
pixel_cnt,16
-- cell usage in the layout, fill, tap and decap left out, types with 4 or more instances in the layout --
cell	count
inv_1	25
nand4_1	25
ha_1	10
or3_1	11
and2_1	8
nand2_1	61
or2_2	7
a32oi_1	4
a211oi_1	10
or3b_2	4
nand2b_1	12
nor3_1	27
dfxtp_1	77
a41oi_1	4
a21oi_1	44
clkbuf_8	11
o21ai_0	26
conb_1	7
nand3b_1	9
a31oi_1	13
or4_1	4
nand3_1	23
xor2_1	27
o32ai_1	4
buf_4	8
clkdlybuf4s50_1	6
o31ai_1	7
a311oi_1	4
xnor2_1	19
nor4_1	9
mux2i_1	6
and3_1	10
o211ai_1	5
nor2_1	94
o22ai_1	11
nor2_2	10
-- final timing paths --
| check | from | endpoint | slack, ns | cells after the start |
|---|---|---|---|---|
| worst max-delay path | clk_27mhz | lcd_clk | 0.42 | 4 |
| worst min-delay path | spi_data[3] | spi_data[3] | 0.49 | 2 |
| worst max register to register | cmd_index[0] | lcd_rs_r | 1.17 | 9 |
| worst min register to register | spi_data[3] | spi_data[3] | 0.49 | 2 |
-- worst reg2reg max path: stages (launching register included) --
cell      delay [ns]
dfxtp_1         0.37
inv_1           0.10
ha_1            0.72
inv_1           0.28
o22a_1          0.23
nor3_1          0.32
nand4b_1        0.21
nor4_2          0.08
or4_1           0.54
o211ai_1        0.11
-- power by group through the flow --
stage | combinational [mW] | clock, mW | sequential [mW]
6_report | 0.0283 | 0.619 | 0.734
5_1_grt | 0.0312 | 0.677 | 0.735
4_1_cts | 0.0280 | 0.643 | 0.734
-- final cells by class --
cell class              instances  area (sq um)
well taps                     136         170.2
clock buffers                  14         211.5
inverters                      25         93.84
fillers                       961          4713
repair buffers                 13         110.1
multi-input cells             568          3460
flip-flops and latches         77          1541
clock inverters                 4         23.77
Power is estimated from default activity; no workload was simulated.
