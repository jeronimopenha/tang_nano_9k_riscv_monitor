==> /design/flow/design.v <==
module serial_led
(
  input clk_27mhz,
  input button_s1,
  input uart_rx,
  output reg [6-1:0] led,
  output uart_tx
);
  wire rst;
  assign rst = ~button_s1;
  wire rx_data_valid;
  wire [8-1:0] rx_data_out;
  always @(posedge clk_27mhz) begin
    if(rst) begin
      led <= 6'b111111;
    end else begin
      if(rx_data_valid) begin
        led <= ~rx_data_out[5:0];
      end 
    end
  end
  m_uart_rx
  m_uart_rx
  (
    .clk(clk_27mhz),
    .rst(rst),
    .rx(uart_rx),
    .data_valid(rx_data_valid),
    .data_out(rx_data_out)
  );
endmodule
module m_uart_rx
(
  input clk,
  input rst,
  input rx,
  output reg rx_bsy,
  output reg block_timeout,
  output reg data_valid,
  output reg [8-1:0] data_out
);
  localparam CLKPERFRM = 86;
  localparam TBITAT = 5;
  localparam BIT0AT = 11;
  localparam BIT1AT = 20;
  localparam BIT2AT = 29;
  localparam BIT3AT = 38;
  localparam BIT4AT = 47;
  localparam BIT5AT = 56;
  localparam BIT6AT = 65;
  localparam BIT7AT = 74;
  localparam PBITAT = 80;
  localparam BLK_TIMEOUT = 20;
  reg [8-1:0] rx_cnt;
  reg rx_hold;
  reg timeout;
  wire frame_begin;
  wire frame_end;
  wire start_invalid;
  wire stop_invalid;
  always @(posedge clk) begin
    if(rst) begin
      rx_hold <= 1'b0;
    end else begin
      rx_hold <= rx;
    end
  end
  assign frame_begin = &{ ~rx_bsy, ~rx, rx_hold };
  assign frame_end = &{ rx_bsy, rx_cnt == CLKPERFRM };
  assign start_invalid = &{ rx_bsy, rx_cnt < TBITAT, rx };
  assign stop_invalid = &{ rx_bsy, rx_cnt > PBITAT, ~rx };
  always @(posedge clk) begin
    if(rst) begin
      rx_bsy <= 1'b0;
    end else begin
      if(frame_begin) begin
        rx_bsy <= 1'b1;
      end else if(|{ start_invalid, stop_invalid }) begin
        rx_bsy <= 1'b0;
      end else if(frame_end) begin
        rx_bsy <= 1'b0;
      end 
    end
  end
  always @(posedge clk) begin
    if(rst) begin
      rx_cnt <= 8'd0;
    end else begin
      if(frame_begin) begin
        rx_cnt <= 8'd0;
      end else if(|{ start_invalid, stop_invalid, frame_end }) begin
        rx_cnt <= 8'd0;
      end else if(~timeout) begin
        rx_cnt <= rx_cnt + 1;
      end else begin
        rx_cnt <= 8'd0;
      end
    end
  end
  always @(posedge clk) begin
    if(rst) begin
      timeout <= 1'b0;
    end else begin
      if(frame_begin) begin
        timeout <= 1'b0;
      end else if(&{ ~rx_bsy, rx_cnt == BLK_TIMEOUT }) begin
        timeout <= 1'b1;
      end 
    end
  end
  always @(posedge clk) begin
    if(rst) begin
      block_timeout <= 1'b0;
    end else begin
      if(&{ ~rx_bsy, rx_cnt == BLK_TIMEOUT }) begin
        block_timeout <= 1'b1;
      end else begin
        block_timeout <= 1'b0;
      end
    end
  end
  always @(posedge clk) begin
    if(rst) begin
      data_valid <= 1'b0;
    end else begin
      if(frame_end) begin
        data_valid <= 1'b1;
      end else begin
        data_valid <= 1'b0;
      end
    end
  end
  always @(posedge clk) begin
    if(rst) begin
      data_out <= 8'd0;
    end else begin
      if(rx_bsy) begin
        case(rx_cnt)
          BIT0AT: begin
            data_out[0] <= rx;
          end
          BIT1AT: begin
            data_out[1] <= rx;
          end
          BIT2AT: begin
            data_out[2] <= rx;
          end
          BIT3AT: begin
            data_out[3] <= rx;
          end
          BIT4AT: begin
            data_out[4] <= rx;
          end
          BIT5AT: begin
            data_out[5] <= rx;
          end
          BIT6AT: begin
            data_out[6] <= rx;
          end
          BIT7AT: begin
            data_out[7] <= rx;
          end
        endcase
      end 
    end
  end
endmodule
==> /design/flow/run.sh <==
#!/bin/bash
# OpenROAD 26Q1-2900-gdf79404cd8, Yosys 0.63+post, stock flow scripts
make -C /OpenROAD-flow-scripts/flow DESIGN_CONFIG=/design/flow/config.mk WORK_HOME=/design/flow/orfs finish
==> /design/flow/config.mk <==
export PLATFORM = sky130hd
export DESIGN_NAME = serial_led
export DESIGN_NICKNAME = serial_led
export VERILOG_FILES = /design/flow/design.v
export SDC_FILE = /design/flow/constraint.sdc
export NUM_CORES = 4
export LEC_CHECK = 1
export CORE_AREA = 10 10 108 108
export DIE_AREA = 0 0 118 118
==> /design/flow/constraint.sdc <==
current_design serial_led

set clk_period 2.5
set clk_io_pct 0.2

create_clock -name clk0 -period $clk_period [get_ports {clk_27mhz}]

set non_clock_inputs [all_inputs -no_clocks]
set_input_delay [expr $clk_period * $clk_io_pct] -clock clk0 $non_clock_inputs
set_output_delay [expr $clk_period * $clk_io_pct] -clock clk0 [all_outputs]
==> reports/summary.log <==
[status] outcome completed
[timing] final setup violation count 0
[timing] post-layout min period 1.849 ns
[logic_synthesis] share of the yosys chip area belonging to registers 42.95%
[route] length of the first detailed-routing pass in iterations 4
[critical_path] worst reg2reg endpoint m_uart_rx.rx_cnt[3]$_SDFF_PP0_
[logic_synthesis] Syn Std Cell Area 1119 um^2
[timing] Layout Skew 0.005637 ns
[logic_synthesis] count of distinct cell types in the synthesized netlist 30
[cts] post-cts repair resize count 0
[floorplan] area enclosed by the die boundary 13,920 um^2
[min_path] hold path cells 2
[logic_synthesis] average footprint of a synthesized cell 8.878 um^2
[timing] highest achievable clock rate 0.5408 GHz
[min_path] hold path startpoint led[0]$_SDFFE_PN1P_
[min_path] worst hold-check path type register to register
[cts] buffer cell driving the clock tree root clkbuf_8
[floorplan] Die Wd 118 um
[route] Antenna Diode Count 0
[global_routing] initial antenna violation count 0
[power] largest vdd supply drop 196.3 uV
[logic_synthesis] number of warnings printed during yosys synthesis 3
[route] Total Wirelength 2.342 mm
[cts] Clk Latency, worst-skew pair 0.26 ns
[timing] setup repair after global routing missed its margin no
[critical_path] Crit Path Category primary input to register
[cts] setup repair bufs after CTS 0
[floorplan] # IOs 10
[critical_path] WP data arrival 2.00 ns
[route] via count of the routed design 863
[route] count of nets left with antenna violations after detail routing 0
[global_routing] maximum number of pins on one net before global-route repair 15
[power] static leakage 0.5224 nW
[global_routing] Overall Global Routing Usage 3.421%
[flow_run] max capacitance violation total 0
[timing] max-slew violation count 0
[critical_path] kind of launch point of the worst setup path primary input
[logic_synthesis] count of mapped cells out of synthesis 126
[timing] post-layout worst setup margin 0.6508 ns
[cts] clock-pin slew of the registers on the worst-case setup and hold paths 0.09 ns
[logic_synthesis] proportion of netlist area held by the largest area contributor 42.95%
[cts] maximum buffer depth of the clock tree 2
[logic_synthesis] count of instantiated cells in the yosys netlist 126
[global_routing] global-route wire length before repair 4.146 mm
[cts] total of hold buffers inserted after clock tree synthesis 0
[critical_path] reg2reg setup slack 0.70 ns
[placement] total half-perimeter wirelength after legalization and detailed placement 1.777 mm
[power] power density normalized to cell area 556.4 nW/um^2
[critical_path] maximum fanout along the worst path 11
[placement] GPL Wtd Cong 0.8416
[timing] post-layout period usage of the worst path 73.97%
[global_routing] vias in the first global route 885
[cts] number of buffers inserted during clock tree synthesis 3
[route] Iteration-0 DRC Markers 54
[critical_path] required time at the endpoint of the critical path 2.65 ns
[placement] post-place setup slack 0.3747 ns
[floorplan] initial core utilization 12.05%
[finish] growth of design area from synthesis to finish 26.29%
[min_path] endpoint of the worst hold-timing path led[0]$_SDFFE_PN1P_
[logic_synthesis] yosys-reported design area after synthesis 1119 um^2
[route] mean number of vias per cell 3.294
[route] post-DR wirelength/cell 8.939 um
[cts] level count of the clock H-tree 1
[floorplan] Core Rows 35
[route] DRC errors left 0
[cts] CTS tree yes
[floorplan] standard cell core area 9284 um^2
[critical_path] Reg-to-Reg Start m_uart_rx.rx_cnt[0]$_SDFF_PP0_
[logic_synthesis] Synth flops 24
[timing] TNS Setup 0 ns
[placement] Buffers on Ports 8
[logic_synthesis] biggest area contributors in the synthesized netlist dfxtp_1, nor2_1, ha_1, mux2i_1, nand2_1
[logic_synthesis] dominant cell type by area after synthesis dfxtp_1
[floorplan] y dimension of the die 118 um
[global_routing] GRT Residual Overflow 0
[timing] final-report hold violation count 0
[cts] # clock sinks 24
[flow_run] number of warnings the tools reported 29
[finish] fraction of layout cells with a size suffix above 1 6.767%
[critical_path] category of the worst setup path capture point register
[critical_path] depth of the worst register-to-register path 6
[metrics by stage]
step	hold WS (ns)	power, mW	instances	utilization, %	cell area (um^2)
floorplan	0.4204	0.4442	126	-	1119
global placement	0.4650	0.4612	258	14.45	1341
detailed placement	0.4690	0.4600	258	14.45	1341
CTS	0.4958	0.7962	262	15.22	1413
global route	0.5295	0.8208	262	15.22	1413
finish	0.4889	0.7859	262	15.22	1413
[worst max path at each step]
stage | start | slack [ns] | depth (start not counted) | endpoint
final | uart_rx | 0.65 | 5 | m_uart_rx.rx_cnt[3]$_SDFF_PP0_
after global routing | uart_rx | 0.50 | 5 | m_uart_rx.rx_cnt[5]$_SDFF_PP0_
after CTS | uart_rx | 0.65 | 5 | m_uart_rx.rx_cnt[3]$_SDFF_PP0_
[final cells by class]
type / instances / area, um^2
fillers: 1068 / 7871
multi-input cells: 90 / 585.6
flip-flops and latches: 24 / 480.5
well taps: 129 / 161.4
repair buffers: 10 / 95.09
clock buffers: 3 / 41.29
clock inverters: 1 / 30.03
inverters: 5 / 18.77
[cells in the final DEF, fill, tap and decap left out, drive strengths merged]
cell type	Yosys	routed
nand2	15	15
clkinv	1	1
nor2	17	17
o2111ai	1	1
buf	4	2
nor3	3	3
o211ai	1	1
bufinv	0	1
and2	2	2
o21ai	7	7
a41oi	2	2
dfxtp	24	24
inv	4	4
clkdlybuf4s50	0	8
a22o	1	1
nor2b	4	4
nand4	9	9
mux2i	6	6
xor2	4	4
nand2b	1	1
conb	1	1
clkbuf	3	3
and3	2	2
ha	5	5
nor3b	2	2
xnor2	2	2
nand3	2	2
nor4b	2	2
and4bb	1	1
[kinds of logic after synthesis]
group / share of synthesized area [%]
xor gates and xnor gates: 4.698
muxes: 5.369
DFF: 42.95
buffers and inverters: 4.697
AOI/OAI and AO/OA: 8.837
other: 0.3352
and+or+nand+nor: 27.52
adders and majority gates: 5.593
[worst max-delay path, cell delays in order]
cell             delay, ns
clkdlybuf4s50_1       0.71
nor4b_1               0.11
a22o_1                0.29
o211ai_4              0.29
nor2_1                0.08
[cells in the mapped netlist]
cell type  number
and3_1          2
clkbuf_1        3
clkinv_1        1
and4bb_1        1
nor3b_1         1
a22o_1          1
nand2_1        15
nand2b_1        1
and2_1          2
nand3_1         2
dfxtp_1        24
nor2b_1         4
o211ai_4        1
buf_4           1
o2111ai_1       1
nor4b_1         2
inv_1           4
o21ai_0         7
xnor2_1         2
xor2_1          4
buf_2           3
nor2_1         17
nor3b_2         1
nand4_1         9
conb_1          1
nor3_1          3
a41oi_2         1
mux2i_1         6
ha_1            5
a41oi_1         1
[layer usage]
layer | wire length (um) | track usage [%] | vias to the layer above
met5 | 0 | 0 | -
met2 | 1197 | 6.154 | 11
met4 | 40 | 0.6955 | 0
met1 | 1064 | 4.270 | 405
li1 | - | - | 445
met3 | 40 | 0.3889 | 2
[where the power goes]
part	internal, mW	switching [mW]	total [mW]
logic	0.0230	0.0313	0.0544
registers	0.388	0.00992	0.398
clock network	0.214	0.120	0.334
total	0.625	0.161	0.786
[state kept, by name (all words and copies together), names as in the netlist]
signal	count
m_uart_rx.data_valid	1
m_uart_rx.rx_hold	1
m_uart_rx.rx_bsy	1
m_uart_rx.data_out	6
m_uart_rx.timeout	1
m_uart_rx.rx_cnt	8
led	6
Power is estimated from default activity; no workload was simulated.
