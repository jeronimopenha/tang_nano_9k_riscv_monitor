`flow/design.v`:
```
module button_leds
(
  input clk_27mhz,
  input button_s1,
  input uart_rx,
  output [6-1:0] led,
  output uart_tx
);
  wire btn_wire;
  assign btn_wire = ~button_s1;
  reg [6-1:0] counter_led;
  assign led = ~counter_led;
  reg [23-1:0] counter_debounce;
  localparam [23-1:0] PAR_4HZ = 23'hf423f;
  reg btn_signal;
  wire btn_active;
  reg ffd1;
  reg ffd2;
  assign btn_active = &{ ffd1, ~ffd2 };
  always @(posedge clk_27mhz) begin
    if(counter_debounce < PAR_4HZ) begin
      counter_debounce <= counter_debounce + 23'b1;
    end else begin
      btn_signal <= ~btn_signal;
      counter_debounce <= 23'b0;
    end
  end
  always @(posedge btn_signal) begin
    ffd1 <= btn_wire;
    ffd2 <= ffd1;
  end
  always @(posedge btn_active) begin
    counter_led <= counter_led + 6'b1;
  end
endmodule
```
`flow/run.sh`:
```
#!/bin/bash
# OpenROAD 26Q1-2900-gdf79404cd8, Yosys 0.63+post, stock flow scripts
make -C /OpenROAD-flow-scripts/flow DESIGN_CONFIG=/design/flow/config.mk WORK_HOME=/design/flow/orfs finish
```
`flow/config.mk`:
```
export PLATFORM = sky130hd
export DESIGN_NAME = button_leds
export DESIGN_NICKNAME = button_leds
export VERILOG_FILES = /design/flow/design.v
export SDC_FILE = /design/flow/constraint.sdc
export NUM_CORES = 4
export LEC_CHECK = 1
export CORE_UTILIZATION = 30
```
`flow/constraint.sdc`:
```
current_design button_leds

set clk_period 3.1
set clk_io_pct 0.2

create_clock -name clk0 -period $clk_period [get_ports {clk_27mhz}]

set non_clock_inputs [all_inputs -no_clocks]
set_input_delay [expr $clk_period * $clk_io_pct] -clock clk0 $non_clock_inputs
set_output_delay [expr $clk_period * $clk_io_pct] -clock clk0 [all_outputs]
```
==> impl_metrics.json <==
{
  "hold_path_end": "counter_debounce[19]",
  "p_per_area_nw_per_um2": 330,
  "grt_max_degree": 22,
  "fin_setup_tns_ns": 0,
  "cts_max_path_buffers": 2,
  "syn2layout_area_growth_pct": 11.2,
  "path_delay_family": "AND-OR/OR-AND gates",
  "cp_slowest_cell": "a2111o_1",
  "critPathMaxFanout": 21,
  "drtPass1Iterations": 20,
  "timing.rr.start": "counter_debounce[13]",
  "place.port_buffers": 7,
  "grtUsageMet1_pct": 16.9,
  "yosys_warnings": 2,
  "untimed_endpoints": 14,
  "drt-initial-drc-count": 47,
  "lay_top_cells": "dfxtp_1, nor4_1, xnor2_1",
  "h-tree-depth": 1,
  "design_area_um2": 1570,
  "setup_viol": 0,
  "clk_pin_slew_ns": 0.08,
  "yosysCellCount": 144,
  "reg2reg_depth": 4,
  "grt.overflow.total": 0,
  "peakVddDrop_v": 0.000217,
  "rsz0062_at_grt": "no",
  "critPathCaptureType": "flop",
  "fp.coreArea_um2": 4440,
  "crit_buf_inv": 0,
  "drc": 0,
  "finalCritPeriodShare_pct": 72.7,
  "drv_slew": 0,
  "syn-mean-instance-area_um2": 9.80,
  "setup_ws_ns": 0.845,
  "openroad.warnings": 26,
  "die_w_um": 70.6,
  "hold_viol": 0,
  "start_kind": "flop",
  "total_power_uw": 517,
  "cts-root-buf": "clkbuf_8",
  "p_leak_nw": 0.519,
  "cp-startpoint": "counter_debounce[13]",
  "yosys_area_um2": 1410,
  "reg2reg_to": "btn_signal",
  "hp-class": "reg2reg",
  "cap_violations": 0,
  "ios": 10,
  "max_freq_mhz": 443,
  "avgViaCountPerCell": 5.01,
  "vias": 1022,
  "die_area_um2": 4980,
  "r2r_slack_ns": 0.84,
  "holdPathStages": 2,
  "pre_cts_ws_ns": 0.864,
  "dpl_cell_area_um2": 1520,
  "min_from": "counter_debounce[19]",
  "ant_nets": 0,
  "netlist_area_um2": 1410,
  "unclocked_regs": 8,
  "clock_latency_ns": 0.26,
  "postCtsSetupBuffers": 0,
  "track_usage_pct": 10.5,
  "worst_pin_slew_ns": 0.758,
  "critPathRequiredTime_ns": 3.12,
  "grt_pass1_vias": 917,
  "max_slew_margin_pct": 49.4,
  "placementRows": 24,
  "path_class": "reg2reg",
  "cts-resized-gates": 0,
  "cts_tree": "built",
  "die_h_um": 70.6,
  "max_stage_delay_ns": 0.74,
  "grt_pass1_wl_mm": 4.30,
  "cts_hold_buf": 0,
  "cts_buffers": 3,
  "syn-instance-count": 144,
  "ys_types": 30,
  "place_congestion": 0.839,
  "finish.utilization_pct": 35.3,
  "path_cells": "nor4_4 > o31ai_1 > a2111o_1 > or3_1",
  "antennaDiodeCount": 0,
  "ys_seq_share_pct": 46.1,
  "gr-usage-met3_pct": 1.45,
  "worstPathArrival_ns": 2.28,
  "antenna_found_initial": 0,
  "ys.flops": 32,
  "dp_hpwl_mm": 1.66,
  "fp_util_pct": 31.8,
  "fin_skew_ns": 0.00695,
  "drive_gt1_share_pct": 9.21,
  "finalWirelength_mm": 2.33,
  "fin_crit_ns": 2.26,
  "fill_cells": 441,
  "outcome": "finished, final reports clean",
  "wl_per_cell_um": 11.4,
  "met2_usage_pct": 16.4,
  "lay_top_count": "dfxtp_1",
  "top_usage_layer": "met1"
}
[cell type report]
type	count	area [um^2]	area share (%)
clock buffer	4	45.0	2.87
inverter	12	45.0	2.87
multi-input combinational	95	678	43.2
sequential	32	651	41.5
tap	52	65.1	4.15
timing repair buffer	9	85.1	5.42
[per-stage QoR]
stage | hold slack, ns | instances
CTS | 0.533 | 204
detailed placement | 0.515 | 200
global route | 0.554 | 204
global placement | 0.509 | 200
floorplan | 0.492 | 147
finish | 0.528 | 204
[state kept, by name (all words and copies together), names as in the netlist]
name              cells
counter_debounce     23
counter_led           6
btn_signal            1
ffd1                  1
ffd2                  1
[worst max-delay path by stage]
stage,end,slack [ns],depth (start not counted)
5_1_grt,btn_signal,0.72,4
6_report,btn_signal,0.84,4
4_1_cts,btn_signal,0.85,4
[cells by family after synthesis]
kind of cell | after synthesis | share of synthesized area (%)
other | 1 | 0.266
xor gates and xnor gates | 19 | 11.8
DFF | 32 | 46.1
buffers and inverters | 20 | 6.65
AOI/OAI and AO/OA | 8 | 5.85
adders and majority gates | 2 | 1.77
and+or+nand+nor | 62 | 27.6
[worst reg2reg max path, delay by kind of cell (launching register included)]
kind | cells | cell delay (ns)
DFF | 1 | 0.38
and+or+nand+nor | 2 | 0.79
AOI/OAI and AO/OA | 2 | 0.85
[cell usage after synthesis]
cell type | n | area share (%)
a2111oi_2 | 2 | 2.1
nand3_1 | 8 | 2.8
a31o_2 | 2 | 1.2
nor4b_2 | 1 | 1.1
and2_1 | 1 | 0.44
nor4_2 | 2 | 1.8
buf_4 | 1 | 0.53
nor3_1 | 7 | 2.5
nand4_1 | 8 | 3.5
xnor2_1 | 14 | 8.7
o2111a_1 | 1 | 0.80
dfxtp_1 | 31 | 44
a21oi_1 | 1 | 0.35
buf_6 | 2 | 1.6
nor4_4 | 1 | 1.5
a2111o_1 | 1 | 0.80
or3_1 | 1 | 0.44
nor4_1 | 20 | 8.9
nor2_1 | 4 | 1.1
nand2_1 | 6 | 1.6
nand4_2 | 1 | 0.89
inv_1 | 12 | 3.2
and4_1 | 1 | 0.62
edfxtp_1 | 1 | 2.1
nor2b_1 | 1 | 0.44
clkbuf_1 | 5 | 1.3
ha_1 | 2 | 1.8
conb_1 | 1 | 0.27
xor2_1 | 5 | 3.1
o31ai_1 | 1 | 0.53
[power by group]
part	switching, mW	total, mW	internal, mW
logic	0.00575	0.00889	0.00314
registers	0.00333	0.328	0.325
clock network	0.0888	0.180	0.0915
total	0.0979	0.517	0.419
[per-layer routing]
metal	vias to the layer above	wire length [um]
met4	0	0
met3	0	111
li1	541	-
met1	457	1210
met2	24	1010
met5	-	0
