[config.mk]
export PLATFORM = sky130hd
export DESIGN_NAME = contador_leds
export DESIGN_NICKNAME = contador_leds
export VERILOG_FILES = /design/flow/design.v
export SDC_FILE = /design/flow/constraint.sdc
export NUM_CORES = 4
export LEC_CHECK = 1
export CORE_UTILIZATION = 30
[constraint.sdc]
current_design contador_leds

set clk_period 3.7
set clk_io_pct 0.2

create_clock -name clk0 -period $clk_period [get_ports {clk_27mhz}]

set non_clock_inputs [all_inputs -no_clocks]
set_input_delay [expr $clk_period * $clk_io_pct] -clock clk0 $non_clock_inputs
set_output_delay [expr $clk_period * $clk_io_pct] -clock clk0 [all_outputs]
[design.v]
module contador_leds
(
  input clk_27mhz,
  input button_s1,
  input uart_rx,
  output reg [6-1:0] led,
  output uart_tx
);
  wire rst;
  assign rst = ~button_s1;
  reg [24-1:0] counter;
  always @(posedge clk_27mhz) begin
    if(rst) begin
      counter <= 24'd0;
    end else begin
      if(counter < 24'hcdfe5f) begin
        counter <= counter + 24'd1;
      end else begin
        counter <= 0;
      end
    end
  end
  always @(posedge clk_27mhz) begin
    if(rst) begin
      led <= 6'b111110;
    end else begin
      if(counter == 24'hcdfe5f) begin
        led <= { led[4:0], led[5] };
      end 
    end
  end
endmodule
[run.sh]
#!/bin/bash
# OpenROAD 26Q1-2900-gdf79404cd8, Yosys 0.63+post, stock flow scripts
make -C /OpenROAD-flow-scripts/flow DESIGN_CONFIG=/design/flow/config.mk WORK_HOME=/design/flow/orfs finish
==> results.txt <==
Results of the flow run.

The HPWL after detailed placement stands at 1735 microns. The simple-gate share of the synthesized area stands at 0.3039. The worst-case reg-to-reg path depth stands at 5. After layout, the setup clock skew is reported as 6.614 ps.

The tally of max-capacitance violations stands at 0. The synthesis report lists the Yosys warning total as 2. Summing all non-filler instances in the final layout gives an area of 0.001618 sq mm.

The maximum single-stage delay on the critical path stands at 660 ps. By area, the combinational part of the netlist is dominated by simple AND/OR/NAND/NOR gates. The final hold violation count stands at 0. The number of primary I/O pins stands at 10. The cell-mix breakdown from Yosys lists the adder-cell area share as 0.008834.

The run finished with clean final reports. The worst setup path is launched from a flop. Per the final report, max-transition violations number 0. Setup repair after global routing left no endpoint under its margin.

The clock passes through at most 2 buffers. sky130_fd_sc_hd__dfxtp_1 takes more of the synthesized area than any other cell. The later pin in the worst-skew pair is clocked with a latency of 280 ps.

The post-route setup TNS stands at 0 ps. The number of cell instances after yosys synthesis stands at 159. The routed design ends up with an antenna cell count of 0. In this run, the synthesized area fraction spent on xor and xnor cells is recorded as 0.07420. The share of Yosys cell area claimed by the top area cell type stands at 0.4240.

The layout-stage area growth over the synthesis result stands at 14.22%. The height of the die stands at 70.71 microns. The worst IR drop on VDD stands at 0.1806 mV. At the worst endpoint, the required time is 3880 ps. At the end of routability-driven placement, the weighted congestion stood at 0.8712. The cell-mix breakdown from Yosys lists the compound-gate area share as 0.1078. The global-route congestion overflow total stands at 0. The worst-case hold slack stands at 461.1 ps. The headroom to the max-slew limit stands at 0.4652. The average wire length per cell after detail routing stands at 11.85 microns. Among all stages on the critical path, the largest delay is contributed by sky130_fd_sc_hd__o21bai_2.

The worst setup margin stands at 1292 ps. The static leakage stands at 0.4914 nW. The number of remaining DRC errors stands at 0.

The layout summary lists the proportion of cells stronger than drive strength 1 as 0.09524. The detailed router finished its first iteration with 49 violations. The x dimension of the die stands at 70.71 microns.

The script computed a power per unit cell area of 382.4 mW/mm^2. The post-CTS hold buffer count recorded in the log is 0. In this run the tools logged warnings totalling 26. After clock tree synthesis, the clock-pin slew on the worst setup and hold paths is 70 ps. Of the synthesized area, sequential elements account for 0.4240. The worst setup path is of the flop to flop kind. The final timing summary puts the cycle share of the worst path at 0.6507. Total power for the finished layout comes to 0.0006187 W. Buffers inserted during clock tree synthesis total 5. The area of the core region stands at 0.004444 sq mm. The first-pass iteration count of the detailed router stands at 20. The transition time recorded at the tightest slew-check pin is 801.7 ps. The mapped netlist covers 0.001416 sq mm.

CTS placed an instance of sky130_fd_sc_hd__clkbuf_8 at the clock tree root. Summing all placed instances gives a cell area of 0.001523 sq mm. The mean area per synthesized cell stands at 8.908 sq um. STA classifies the critical path endpoint as a flop. The global routing report lists combined usage of all routing layers as 0.1221. The number of instances on the worst hold path stands at 1. In the synthesized netlist, the number of instances is 159.

The ratio of routed vias to standard cells stands at 5.073. The wire length of the first global-routing pass stands at 4954 microns. The total number of vias stands at 1116.

The number of buffer cells added on primary ports stands at 7. Buffers added to address setup during post-CTS repair amount to 0. The initial antenna violation count is 0. The overall die area stands at 0.005000 sq mm. TritonCTS built the clock tree.

Checking hold timing, the worst path is listed with class flop to flop. The maximum net fanout on the critical path stands at 19. The yosys-reported design area after synthesis stands at 0.001416 sq mm.

Entering global routing, the biggest net connects 20 pins. Setup violations remaining at the end of the flow were counted as 0. Post-CTS repair changed the size of 0 cells. For the worst setup path, the data arrival time is 2590 ps. The via count of the first global-routing pass stands at 1027. The synthesized design contains 30 register bits. CTS saw 30 sinks. Subtracting the final worst setup slack from the clock period gives 2408 ps. The setup slack at placement stands at 1291 ps. Listed in order, past its start point the critical path passes or4b_1 > or4_1 > o21bai_2 > buf_4 > nor2_1. Per the timing report, the achievable frequency comes out to 0.4154 GHz. The number of H-tree branching levels stands at 2.

Measured against the total synthesized area, the mux share comes to 0.04240. The synthesized netlist contains 38 unique library cells. The post-detailed-route count of antenna-violating nets stands at 0.

The detailed router reported a total wirelength of 2608 microns. Yosys attributes the largest share of cell area to sky130_fd_sc_hd__dfxtp_1 42%, sky130_fd_sc_hd__xnor2_1 5.6%, sky130_fd_sc_hd__nor2_1 4.5%. The floorplan has 24 rows.

The initial standard-cell utilization of the core stands at 0.3187.
-- power by group --
| group | leakage (nW) | switching [W] | internal [W] |
|---|---|---|---|
| registers | 0.242 | 0.00000313 | 0.000326 |
| clock network | 0.0472 | 0.000126 | 0.000149 |
| logic | 0.202 | 0.00000896 | 0.00000608 |
-- placed cells by master (no fill, tap or decap), drive strengths merged, types with 3 or more instances in the layout --
master / synthesis / final
a21oi: 9 / 9
mux2i: 6 / 6
xnor2: 9 / 9
or2: 3 / 3
nor2: 17 / 17
o21ai: 5 / 5
inv: 4 / 4
nand4: 7 / 7
or4: 6 / 6
o31ai: 4 / 4
dfxtp: 30 / 30
nor3: 4 / 4
nor2b: 6 / 6
nand3: 6 / 6
clkdlybuf4s50: 0 / 7
xor2: 3 / 3
nand2: 10 / 10
or3: 5 / 5
nor4: 6 / 6
clkbuf: 0 / 6
-- stage by stage --
stage | cells | util
floorplan | 159 | -
global placement | 212 | 0.3426
detailed placement | 212 | 0.3426
CTS | 220 | 0.3640
global route | 220 | 0.3640
finish | 220 | 0.3640
-- layer usage --
layer  wire [microns]  vias up  GRT usage
met2             1083       16     0.1656
met4               10        0    0.01111
met5                0        -          0
li1                 -      588          -
met3              106        2    0.03468
met1             1407      510     0.2034
-- kinds of logic after synthesis --
family,Yosys count
xor gates and xnor gates,12
buffers and inverters,11
AOI/OAI and AO/OA,24
adders and majority gates,1
muxes,6
and+or+nand+nor,74
other,1
DFF,30
-- synthesized netlist by cell type, drive strengths merged --
| cell type | instances |
|---|---|
| nand3b | 1 |
| o21ai | 5 |
| nand3 | 6 |
| a41oi | 1 |
| a311oi | 1 |
| nor3 | 4 |
| conb | 1 |
| xor2 | 3 |
| and4 | 1 |
| o21bai | 1 |
| or3 | 5 |
| buf | 7 |
| or2 | 3 |
| or4 | 6 |
| a41o | 1 |
| inv | 4 |
| nand2 | 10 |
| nor4 | 6 |
| a21oi | 9 |
| dfxtp | 30 |
| nor2b | 6 |
| ha | 1 |
| nor2 | 17 |
| nand4 | 7 |
| nand4b | 1 |
| xnor2 | 9 |
| mux2i | 6 |
| a31oi | 1 |
| a21boi | 1 |
| o31ai | 4 |
| or4b | 1 |
-- registers in the layout (all words and copies together) (netlist names) --
register / count
counter: 24
led: 6
-- critical path: cells and delay by family (launching register included) --
| family | cells | cell delay (ps) |
|---|---|---|
| DFF | 1 | 360 |
| and+or+nand+nor | 3 | 1030 |
| buffers and inverters | 1 | 260 |
| AOI/OAI and AO/OA | 1 | 660 |
-- path summary, 6_finish.rpt --
kind                           from                    end  slack [ps]
max reg2reg  counter[21]$_SDFF_PN0_  counter[3]$_SDFF_PN0_        1290
min reg2reg   counter[0]$_SDFF_PN0_  counter[0]$_SDFF_PN0_         460
max          counter[21]$_SDFF_PN0_  counter[3]$_SDFF_PN0_        1290
min           counter[0]$_SDFF_PN0_  counter[0]$_SDFF_PN0_         460
-- area by class of cell --
| cell class | instances | area [sq um] |
|---|---|---|
| clock buffer | 6 | 82.58 |
| sequential | 30 | 600.6 |
| clock inverter | 2 | 12.51 |
| inverter | 4 | 15.01 |
| fill | 465 | 2826 |
| tap | 52 | 65.06 |
| timing repair buffer | 8 | 77.57 |
| multi-input combinational | 118 | 764.5 |
Power and IR drop assume default switching activity.
